### /design/flow/config.mk
export PLATFORM = sky130hd
export DESIGN_NAME = display_controller
export DESIGN_NICKNAME = display_controller
export VERILOG_FILES = /design/flow/design.v
export SDC_FILE = /design/flow/constraint.sdc
export NUM_CORES = 4
export LEC_CHECK = 1
export CORE_UTILIZATION = 30
### /design/flow/constraint.sdc
current_design display_controller

set clk_period 2.8
set clk_io_pct 0.2

create_clock -name clk0 -period $clk_period [get_ports {CLK100MHZ}]

set non_clock_inputs [all_inputs -no_clocks]
set_input_delay [expr $clk_period * $clk_io_pct] -clock clk0 $non_clock_inputs
set_output_delay [expr $clk_period * $clk_io_pct] -clock clk0 [all_outputs]
### /design/flow/design.v
`timescale 1ns / 1ps
module BCD_to_7Segment(
    input [3:0] bcd,
    output reg [7:0] seg   
);
    always @(*) begin
        case (bcd)
            4'h0: seg[6:0] = 7'b1000000;  
            4'h1: seg[6:0] = 7'b1111001;  
            4'h2: seg[6:0] = 7'b0100100;  
            4'h3: seg[6:0] = 7'b0110000;  
            4'h4: seg[6:0] = 7'b0011001;  
            4'h5: seg[6:0] = 7'b0010010;  
            4'h6: seg[6:0] = 7'b0000010;  
            4'h7: seg[6:0] = 7'b1111000;  
            4'h8: seg[6:0] = 7'b0000000;  
            4'h9: seg[6:0] = 7'b0010000;  
            default: seg[6:0] = 7'b1111111;  
        endcase
        seg[7] = 1;
    end
endmodule
`timescale 1ns / 1ps
module clock_divider #(
    parameter COUNT = 50000
)(
    input clk_in,
    input reset,
    output reg clk_out
);
    reg [31:0] count = 0;
    always @(posedge clk_in or posedge reset) begin
        if (reset) begin
            count <= 0;
            clk_out <= 0;
        end else if (count >= (COUNT - 1)) begin
            count <= 0;
            clk_out <= ~clk_out;
        end else begin
            count <= count + 1;
        end
    end
endmodule
`timescale 1ns / 1ps
module display_controller(
    input CLK100MHZ,
    input CPU_RESETN,
    input [3:0] SW,
    output reg [7:0] AN,
    output [7:0] SEG
);
    reg [3:0] digit;
    reg [2:0] counter = 3'b000;
    wire clk_1kHz;
    initial AN = 8'b01111111;
    clock_divider #( .COUNT(50000) ) cd(
        .clk_in(CLK100MHZ),
        .reset(~CPU_RESETN),  
        .clk_out(clk_1kHz)
    );
    BCD_to_7Segment decoder(
        .bcd(digit),
        .seg(SEG)
    );
    always @(posedge clk_1kHz or negedge CPU_RESETN) begin
        if (!CPU_RESETN) begin
            digit <= 4'b0000; 
            counter <= 3'b000;
            AN <= 8'b11111111;
        end else begin
            digit <= SW[3:0]; 
            if (counter == 3'b111) begin
                counter <= 3'b000;
                AN <= 8'b01111111; 
            end else begin
                AN <= {AN[0], AN[7:1]}; 
                counter <= counter + 1;
            end
        end
    end
endmodule
### /design/flow/run.sh
#!/bin/bash
# OpenROAD 26Q1-2900-gdf79404cd8, Yosys 0.63+post, stock flow scripts
make -C /OpenROAD-flow-scripts/flow DESIGN_CONFIG=/design/flow/config.mk WORK_HOME=/design/flow/orfs finish
==> notes.md <==
Summary of the current implementation state.

- The number of cells in the yosys synthesis report is 170, for reference.
- The buffers inserted during post-CTS setup optimization is 0, for reference.
- Among all stages on the critical path, the largest delay is contributed by sky130_fd_sc_hd__or4_1.
- Buffers placed on the I/O ports in this run total 20.
- The endpoint kind of the worst setup timing path is a register, for reference.
- From bottom edge to top edge, the die measures between 80 and 90 um.
- Of the cells placed in the final design, the portion with a size suffix greater than 1 is 0.124.
- The pin closest to its max-slew limit shows a slew of 0.768 ns.
- The area of the mapped netlist is ~0.0019 sq mm, for reference.
- The startpoint type of the worst setup path is a register, for reference.
- The final antenna diode tally reported by the flow is 0.
- The count of maximum capacitance violations is 0, for reference.
- TritonCTS built the clock tree.
- The worst setup path category is reg2reg, for reference.
- The synthesized area divided by synthesized cell count is between 10 and 15 sq um, for reference.
- The count of endpoints without a timing constraint is 30, for reference.
- The last weighted congestion value of the routability-driven placer is between 0.7 and 0.8, for reference.
- CTS added clock buffers totalling 5.
- The estimated wirelength of the detail-placed design is slightly below 2000 um, for reference.
- The number of antenna violations at the first check in global routing is 0, for reference.
- At the worst endpoint, the arrival time is about 2.2 ns.
- The maximum ir drop on the vdd rail is about 370 uV, for reference.
- After clock tree synthesis, the clock-pin slew on the worst setup and hold paths is ~0.07 ns.
- Once detail routing completed, the nets flagged for antenna violations numbered 0.
- The area fraction of the largest cell type after synthesis is 0.519.
- The final timing summary puts the cycle share of the worst path at 0.721.
- The worst path buffer plus inverter count is 0, for reference.
- The placed instance count is between 200 and 300, for reference.
- The via count of the first global-routing pass came to 1,074.
- The maximum operating frequency is between 400 and 500 MHz, for reference.
- Counting the warning lines in the Yosys log gives 3.
- The I/O pin count is 22, for reference.
- The library cell with the largest summed area after synthesis is sky130_fd_sc_hd__dfrtp_1, for reference.
- Broken down by cell family, the worst path's largest delay share belongs to simple AND/OR/NAND/NOR gates.
- Dividing the detail-routed via count by the number of cells gives 4.17.
- The timer found 15 register pins that no clock reaches; their paths are not timed.
- The final core utilization is 0.385, for reference.
- In the synthesized netlist, the number of instances is between 150 and 200.
- The tool warning count is 29, for reference.
- The horizontal die dimension reported for this design is 82.2 um.
- The required time of the worst setup path is ~3 ns, for reference.
- The final route contains between 1,000 and 1,500 vias.
- After clock tree synthesis, the repair step resized 0 gates.
- The setup TNS after final layout is 0 ns, for reference.
- The finished layout holds between 200 and 300 standard cells, fillers aside.
- Counting I/O delays and the setup requirement, the final critical path takes ~2.0 ns.
- The power density of the placed cells is ~360 mW/mm^2, for reference.
- In this run the static leakage power is around 0.96 nW.
- The total DRC errors in the routed layout is 0, for reference.
- The area reported by Yosys stat is 0.00193 sq mm, for reference.
- In this run, synthesis produced a sequential element count of ~48.
- Endpoints failing hold in the final report were tallied at 0.
- The global route total overflow is 0, for reference.
- The first global-routing pass estimated roughly 4800 um of wire.
- The largest incremental delay on the critical path is between 0.7 and 0.8 ns, for reference.
- Setup repair after global routing left no endpoint under its margin.
- By area the synthesized netlist is led by sky130_fd_sc_hd__dfrtp_1, sky130_fd_sc_hd__dfstp_2, sky130_fd_sc_hd__xnor2_1.
- Measured against its own limit, the worst slew margin works out to 0.488.
- The report lists the cells along the critical path as ha_1 -> nand3_1 -> a211oi_1 -> or4_1 -> xor2_1.
- The wire length reported by the detailed router is ~2800 um, for reference.
- The number of distinct library cells after synthesis is 25, for reference.
- The post-cts hold-fix buffer tally is 0, for reference.
- The level count of the clock H-tree is 2, for reference.
- The floorplan core area is between 0.006 and 0.007 sq mm, for reference.
- The run finished with clean final reports.
- The die area is approximately 0.0068 sq mm, for reference.
- Entering global routing, the biggest net connects 38 pins.
- The cell row count is 28, for reference.
- The synthesis-to-layout area growth is 20.8%, for reference.
- The top fanout value on the critical path is 17, for reference.
- The final timing report counts setup violations totalling 0.
- Before antenna repair, the detailed router went through 4 iterations.
- The path class of the tightest hold or removal check is in2async.
- CTS reports a maximum clock tree buffer depth of 2.
- In the final report, the number of pins over their slew limit comes to 0.
- The register area share after synthesis is 0.628, for reference.
- The tree is rooted in a sky130_fd_sc_hd__clkbuf_8.
- The routed length per placed instance is 9.66 um, for reference.
- For this run, the total global-route usage over all layers was measured as 0.0928.
- Once iteration 0 of detailed routing completed, the report listed 16 DRC markers.
- For the worst-skew pair, the clock arrives at the later sink with an insertion delay of around 0.28 ns.
- The floorplan step records an initial core utilization of 0.318.
- Clock skew on the completed layout was measured at around 0.0061 ns.
synthesized netlist by cell type:
library cell	n
sky130_fd_sc_hd__xnor2_1	12
sky130_fd_sc_hd__a21oi_1	3
sky130_fd_sc_hd__nor3_1	6
sky130_fd_sc_hd__nand3_1	6
sky130_fd_sc_hd__nand2_1	14
sky130_fd_sc_hd__xor2_1	3
sky130_fd_sc_hd__conb_1	2
sky130_fd_sc_hd__dfrtp_1	40
sky130_fd_sc_hd__nor2b_1	1
sky130_fd_sc_hd__or4_1	1
sky130_fd_sc_hd__inv_1	7
sky130_fd_sc_hd__buf_4	1
sky130_fd_sc_hd__clkbuf_1	1
sky130_fd_sc_hd__buf_8	1
sky130_fd_sc_hd__or2_2	8
sky130_fd_sc_hd__a31oi_1	1
sky130_fd_sc_hd__a211oi_1	1
sky130_fd_sc_hd__ha_1	8
sky130_fd_sc_hd__o21ai_0	6
sky130_fd_sc_hd__dfstp_2	8
sky130_fd_sc_hd__nor4_1	8
sky130_fd_sc_hd__o211ai_1	1
sky130_fd_sc_hd__nand4_1	4
sky130_fd_sc_hd__buf_6	1
sky130_fd_sc_hd__nor2_1	26
final timing paths:
path	startpoint	end	slack [ns]	cells after the start
max in group asynchronous	CPU_RESETN	cd.count[6]	1.96	1
worst max register to register	cd.count[0]	cd.clk_out	0.78	5
worst max-delay path	cd.count[0]	cd.clk_out	0.78	5
worst min-delay path	CPU_RESETN	cd.count[21]	0.36	1
min in group clk0	cd.count[0]	cd.count[0]	0.52	1
worst min register to register	cd.count[0]	cd.count[0]	0.52	1
layout make-up:
class / count / area (sq um)
Fill cell: 583 / 3730
Tap cell: 75 / 93.8
Timing Repair Buffer: 21 / 203
Sequential cell: 48 / 1210
Multi-Input combinational cell: 126 / 711
Clock buffer: 5 / 68.8
Inverter: 7 / 26.3
Clock inverter: 3 / 17.5
routing by layer:
layer  track usage  vias up  wire (um)
met5             0        -          0
met4        0.0123        0         18
met3        0.0223        2        125
met2         0.137       27       1160
met1         0.147      541       1450
li1              -      619          -
flip-flops by register name (all words and copies together) (netlist names):
signal	flops
counter	3
AN	8
cd.clk_out	1
cd.count	32
digit	4
layout by cell type (no fill, tap or decap):
master,instances
sky130_fd_sc_hd__a211oi_1,1
sky130_fd_sc_hd__a21oi_1,3
sky130_fd_sc_hd__a31oi_1,1
sky130_fd_sc_hd__buf_2,1
sky130_fd_sc_hd__buf_4,1
sky130_fd_sc_hd__clkbuf_8,5
sky130_fd_sc_hd__clkdlybuf4s50_1,19
sky130_fd_sc_hd__clkinv_2,2
sky130_fd_sc_hd__clkinvlp_4,1
sky130_fd_sc_hd__conb_1,17
sky130_fd_sc_hd__dfrtp_1,40
sky130_fd_sc_hd__dfstp_2,8
sky130_fd_sc_hd__ha_1,8
sky130_fd_sc_hd__inv_1,7
sky130_fd_sc_hd__nand2_1,14
sky130_fd_sc_hd__nand3_1,6
sky130_fd_sc_hd__nand4_1,4
sky130_fd_sc_hd__nor2_1,26
sky130_fd_sc_hd__nor2b_1,1
sky130_fd_sc_hd__nor3_1,6
sky130_fd_sc_hd__nor4_1,8
sky130_fd_sc_hd__o211ai_1,1
sky130_fd_sc_hd__o21ai_0,6
sky130_fd_sc_hd__or2_2,8
sky130_fd_sc_hd__or4_1,1
sky130_fd_sc_hd__xnor2_1,12
sky130_fd_sc_hd__xor2_1,3
stage by stage:
stage / area [sq um] / hold WS (ns) / setup slack (ns) / power [mW]
after floorplan: 1990 / 0.264 / 1.10 / 0.505
after global placement: 2240 / 0.492 / 0.819 / 0.526
after detailed placement: 2240 / 0.507 / 0.782 / 0.526
after CTS: 2330 / 0.381 / 0.758 / 0.867
after global routing: 2330 / 0.432 / 0.665 / 0.884
final: 2330 / 0.356 / 0.781 / 0.847
kinds of logic after synthesis:
family          share of synthesized area
simple gates                        0.181
flops                               0.628
xor+xnor                           0.0681
compound gates                     0.0344
buf+inv                            0.0331
fa+ha+maj                          0.0519
other cells                       0.00389
where the power goes:
part / internal, mW / total [mW] / switching (mW) / leakage (nW)
registers: 0.490 / 0.493 / 0.00326 / 0.597
logic: 0.00719 / 0.0229 / 0.0157 / 0.322
clock network: 0.171 / 0.331 / 0.160 / 0.0439
total: 0.668 / 0.847 / 0.179 / 0.962
Power is estimated from default activity; no workload was simulated.
