===== /design/flow/design.v =====
`timescale 1ns / 1ps
module BCD_to_7Segment(
    input [3:0] bcd,
    output reg [7:0] seg   
);
    always @(*) begin
        case (bcd)
            4'h0: seg[6:0] = 7'b1000000;  
            4'h1: seg[6:0] = 7'b1111001;  
            4'h2: seg[6:0] = 7'b0100100;  
            4'h3: seg[6:0] = 7'b0110000;  
            4'h4: seg[6:0] = 7'b0011001;  
            4'h5: seg[6:0] = 7'b0010010;  
            4'h6: seg[6:0] = 7'b0000010;  
            4'h7: seg[6:0] = 7'b1111000;  
            4'h8: seg[6:0] = 7'b0000000;  
            4'h9: seg[6:0] = 7'b0010000;  
            default: seg[6:0] = 7'b1111111;  
        endcase
        seg[7] = 1;
    end
endmodule
`timescale 1ns / 1ps
module clock_divider #(
    parameter COUNT = 50000
)(
    input clk_in,
    input reset,
    output reg clk_out
);
    reg [31:0] count = 0;
    always @(posedge clk_in or posedge reset) begin
        if (reset) begin
            count <= 0;
            clk_out <= 0;
        end else if (count >= (COUNT - 1)) begin
            count <= 0;
            clk_out <= ~clk_out;
        end else begin
            count <= count + 1;
        end
    end
endmodule
`timescale 1ns / 1ps
module decimal_counter(
    input CLK100MHZ,
    input CPU_RESETN,
    input [7:0] SW,
    output reg [7:0] AN,
    output [7:0] SEG
);
    reg [3:0] digit = 4'b0000;
    reg [2:0] counter = 3'b000;
    wire clk_1kHz;
    wire clk_1hz;
    clock_divider #( .COUNT(50000) ) cd_1khz(
        .clk_in(CLK100MHZ),
        .reset(~CPU_RESETN),  
        .clk_out(clk_1kHz)
    );
    clock_divider #( .COUNT(50000000) ) cd_1hz(
        .clk_in(CLK100MHZ),
        .reset(~CPU_RESETN),
        .clk_out(clk_1hz)
    );
    BCD_to_7Segment decoder(
        .bcd(digit),
        .seg(SEG)
    );
    always @(posedge clk_1hz or negedge CPU_RESETN) begin
        if (!CPU_RESETN) begin
            digit <= 4'b0000;
        end else if (SW[0]) begin
            if (digit == 4'b1001) begin
                digit <= 4'b0000;
            end else begin
                digit <= digit + 1;
            end
        end
    end
    always @(posedge clk_1kHz or negedge CPU_RESETN) begin
        if (!CPU_RESETN) begin
            counter <= 3'b000;
            AN <= 8'b11111111;
        end else begin
            if (counter == 3'b111) begin
                counter <= 3'b000;
                AN <= 8'b01111111; 
            end else begin
                AN <= {AN[0], AN[7:1]}; 
                counter <= counter + 1;
            end
        end
    end
endmodule

===== /design/flow/run.sh =====
#!/bin/bash
# OpenROAD 26Q1-2900-gdf79404cd8, Yosys 0.63+post, stock flow scripts
make -C /OpenROAD-flow-scripts/flow DESIGN_CONFIG=/design/flow/config.mk WORK_HOME=/design/flow/orfs finish

===== /design/flow/config.mk =====
export PLATFORM = sky130hd
export DESIGN_NAME = decimal_counter
export DESIGN_NICKNAME = decimal_counter
export VERILOG_FILES = /design/flow/design.v
export SDC_FILE = /design/flow/constraint.sdc
export NUM_CORES = 4
export LEC_CHECK = 1
export CORE_UTILIZATION = 50

===== /design/flow/constraint.sdc =====
current_design decimal_counter

set clk_period 3.6
set clk_io_pct 0.2

create_clock -name clk0 -period $clk_period [get_ports {CLK100MHZ}]

set non_clock_inputs [all_inputs -no_clocks]
set_input_delay [expr $clk_period * $clk_io_pct] -clock clk0 $non_clock_inputs
set_output_delay [expr $clk_period * $clk_io_pct] -clock clk0 [all_outputs]

==> design notes <==
The flow ran to the end, and the final reports show no timing, DRC or antenna violations. The run gives 2.48% as the met3 capacity usage during global routing. The first detailed-routing pass took 4 iterations. TritonCTS built the clock tree. The row count was 31. In this run the critical path is formed by ha_1, nand4_1, o211ai_1, a21o_1, a221oi_1. The area figure in the yosys stat output came out at 3710 sq um. Synthesis instantiated 42 different standard cells from the library.

The logs give 1.22 ns for the smallest setup slack after layout and 0 for the setup-violating endpoint count in the final report. The worst hold path belongs to the class primary input to async pin. Per the layout report, the design carries 662 filler cells. The synthesized design contains 0 enable-type register cells. The total of max-cap violations came out at 0. The via count of the first global-routing pass came out at 2455. CTS placed an instance of sky130_fd_sc_hd__clkbuf_8 at the clock tree root.

For this run, the top clock speed supported by timing is 421 MHz. Hold-check failures listed in the final report amount to 0. The maximum resistive drop on vdd is 0.303 mV, and the clock-pin slew on the worst setup and hold paths is 0.07 ns.

In this run, placement finished with an instance count of 473. The global-route usage over all layers was 19.3%; the number of standard cells in the layout, taps in and fillers out was 488. Dividing the final minimum period by the clock period gives 66.0%. Number of unconstrained endpoints: 30. With the clock period minus worst slack at 2.38 ns, the boundary pin count is 26. The logs give 1.67 nW for the total leakage power and 0 ns for the final-layout setup total negative slack.

A synthesized cell averages 10.6 sq um. Detailed placement finished with a half-perimeter wire length of 4180 um. Timing analysis after detailed placement gives a worst setup slack of 1.25 ns. Number of nets with antenna violations after detailed routing: 0.

Pins over their slew limit in the final report were tallied at 0. For this run, design rule violations remaining after detail routing come to 0. The die covers 7770 sq um. The detailed-route wire length per cell was 13.3 um; the initial antenna violation count was 0. In the setup report, the worst path falls into the class flop to flop. The number of hold buffers added after CTS was 0. Once the clock tree was built, the setup fixing pass inserted 0 buffers. Share of cells above drive strength 1: 9.51%.

Summing the sequential cell areas from Yosys gives 54.9% of the chip area. Looking at the clock tree report, the H-tree level count equals 3. The vertical die dimension reported for this design is 88.1 um.

The tools report the instance count of the mapped netlist as 351. Total tool warning count: 36. The run gives 0.421 ns for the final hold slack. For this configuration, the core starts out at a cell density of 51.4%. Yosys printed 4 warnings. The clock tree skew after final layout came out at 0.00716 ns.

Data on the critical path arrives at its endpoint at 2.56 ns. The placement summary gives the final routability congestion estimate as 0.890. Among all stages on the critical path, the largest delay is contributed by sky130_fd_sc_hd__a21o_1. Among all stages on the critical path, the maximum delay recorded is 0.76 ns.

For this run the aggregate overflow at the end of global routing stands at 0. The worst setup path is captured at a flop. The final wirelength is 6480 um, and the required time reported for the critical path endpoint is 3.78 ns. With the antenna cell count at 0, the number of DRC markers in iteration 0 is 137. The first global-routing pass estimated 11500 um of wire. Dividing the detail-routed via count by the number of cells gives 5.40. For the met2 routing resource usage after global routing, the log shows 29.2%.

The synthesis report names the predominant flop master as sky130_fd_sc_hd__dfrtp_1. Yosys stat cell total: 351. The kind of launch point of the worst setup path was a flop. Count of unclocked register or latch pins: 15.

met1 is the most crowded layer. Entering global routing, the biggest net connects 56 pins. The horizontal die dimension came out at 88.1 um.

In this run the tightest slew margin relative to its limit is 40.7%. The worst-margin pin slew works out to 0.890 ns. For the number of CTS-inserted buffers, the log shows 9.

Setup repair after global routing left no endpoint under its margin. Proportion of register bits with asynchronous set or reset after synthesis: 100%. The cell count of the worst reg-to-reg path came out at 5. The number of register bits inferred by synthesis is 81. Max fanout on the critical path was recorded as 26. With the count of vias placed by the detailed router at 2636, the cell resize tally after clock tree synthesis is 0.

The total power per unit cell area came out at 368 nW/um^2. The growth of design area from synthesis to finish works out to 13.6%. The logs give 2 for the maximum root-to-sink buffer count and 0.34 ns for the clock insertion delay at the later pin of the skew report. The run gives 32.6% for the global-route met1 utilization. The run gives 17 for the quantity of I/O buffers inserted on ports. The placeable core region was 7210 sq um.

After synthesis the cells add up to 3710 sq um.
-- cell type report --
type / instances / area [sq um] / area share, %
inverter: 10 / 37.5 / 0.891
sequential: 81 / 2040 / 48.4
clock inverter: 6 / 68.8 / 1.63
timing repair buffer: 19 / 183 / 4.34
multi-input combinational: 264 / 1640 / 38.9
tap: 99 / 124 / 2.94
clock buffer: 9 / 124 / 2.94
-- cell usage in the layout, fill, tap and decap left out, types with 9 or more instances in the layout --
cell,instances
sky130_fd_sc_hd__a211oi_1,14
sky130_fd_sc_hd__a21oi_1,9
sky130_fd_sc_hd__a221oi_1,12
sky130_fd_sc_hd__clkbuf_8,9
sky130_fd_sc_hd__clkdlybuf4s50_1,16
sky130_fd_sc_hd__conb_1,23
sky130_fd_sc_hd__dfrtp_1,73
sky130_fd_sc_hd__ha_1,9
sky130_fd_sc_hd__inv_1,10
sky130_fd_sc_hd__nand2_1,27
sky130_fd_sc_hd__nand3_1,18
sky130_fd_sc_hd__nand4_1,13
sky130_fd_sc_hd__nor2_1,21
sky130_fd_sc_hd__o21ai_0,18
sky130_fd_sc_hd__or3_1,9
sky130_fd_sc_hd__xor2_1,16
-- routing by layer --
layer / routed length, um / up-vias
met5: 0 / -
met4: 124 / 0
met3: 176 / 12
met2: 2860 / 34
met1: 3310 / 1263
li1: - / 1327
-- final timing paths --
| path | end | from | slack (ns) |
|---|---|---|---|
| setup reg to reg | cd_1hz.count[13] | cd_1hz.count[0] | 1.22 |
| max in group asynchronous | cd_1khz.count[7] | CPU_RESETN | 2.37 |
| min in group clk0 | cd_1khz.count[0] | cd_1khz.count[0] | 0.45 |
| hold reg to reg | cd_1khz.count[0] | cd_1khz.count[0] | 0.45 |
| hold / removal | cd_1khz.count[10] | CPU_RESETN | 0.42 |
| setup / recovery | cd_1hz.count[13] | cd_1hz.count[0] | 1.22 |
-- logic make-up (layout without fill, tap and decap cells) --
| group | Yosys count | after routing | share of synthesized area, % |
|---|---|---|---|
| AOI/OAI and AO/OA | 70 | 70 | 13.0 |
| buffers and inverters | 27 | 44 | 3.04 |
| DFF | 81 | 81 | 54.9 |
| other | 2 | 23 | 0.203 |
| xor gates and xnor gates | 24 | 24 | 5.67 |
| and+or+nand+nor | 137 | 137 | 19.8 |
| adders and majority gates | 9 | 9 | 3.04 |
| muxes | 1 | 1 | 0.270 |
-- cell usage after synthesis (3+ instances only) --
cell                       count  area, sq um
sky130_fd_sc_hd__inv_1        10         37.5
sky130_fd_sc_hd__o31ai_1       6         45.0
sky130_fd_sc_hd__a21oi_1       9         45.0
sky130_fd_sc_hd__nor4_1        8         50.1
sky130_fd_sc_hd__and2_1        3         18.8
sky130_fd_sc_hd__o211ai_1      3         22.5
sky130_fd_sc_hd__nand2_1      27          101
sky130_fd_sc_hd__nand4_1      13         81.3
sky130_fd_sc_hd__or3_1         9         56.3
sky130_fd_sc_hd__nand3_1      18         90.1
sky130_fd_sc_hd__or4_1         7         52.6
sky130_fd_sc_hd__nor3_1        8         40.0
sky130_fd_sc_hd__nor2_1       21         78.8
sky130_fd_sc_hd__clkbuf_1     15         56.3
sky130_fd_sc_hd__or2_2         8         50.1
sky130_fd_sc_hd__a221oi_1     12          105
sky130_fd_sc_hd__and3_1        5         31.3
sky130_fd_sc_hd__and4_1        4         35.0
sky130_fd_sc_hd__dfstp_2       8          210
sky130_fd_sc_hd__o21ai_0      18         90.1
sky130_fd_sc_hd__dfrtp_1      73         1830
sky130_fd_sc_hd__ha_1          9          113
sky130_fd_sc_hd__xnor2_1       8         70.1
sky130_fd_sc_hd__xor2_1       16          140
sky130_fd_sc_hd__a211oi_1     14          105
-- power by group --
group	switching, mW	leakage, nW	total, mW	internal [mW]
clock	0.286	0.0953	0.604	0.318
sequential	0.0287	1.04	0.809	0.781
combinational	0.0631	0.532	0.138	0.0752
-- per-stage QoR --
step	util, %	cell area, sq um	power (mW)
2_1_floorplan	-	3790	0.883
3_3_place_gp	55.7	4020	0.964
3_5_place_dp	55.7	4020	0.966
4_1_cts	58.4	4210	1.57
5_1_grt	58.4	4210	1.63
6_report	58.4	4210	1.55
-- state kept, by name, indices dropped and copies added, names as in the netlist --
register and count:
AN 8, cd_1khz.count 32, cd_1khz.clk_out 1, cd_1hz.count 32, digit 4, counter 3
cd_1hz.clk_out 1
-- critical path, delay by kind of cell (launching register included) --
family / cells / cell delay [ns]
AND-OR/OR-AND: 3 / 1.34
AND/OR/NAND/NOR: 1 / 0.17
adder cells (fa/ha/maj): 1 / 0.26
flip-flops: 1 / 0.43
No activity file was given, so power comes from the tool's default toggle rates.
